## ./config.mk

```make
export PLATFORM = sky130hd
export DESIGN_NAME = REG
export DESIGN_NICKNAME = REG
export VERILOG_FILES = /design/flow/design.v
export SDC_FILE = /design/flow/constraint.sdc
export NUM_CORES = 4
export LEC_CHECK = 1
export CORE_UTILIZATION = 40
```

## ./constraint.sdc

```tcl
current_design REG

set clk_period 11.7
set clk_io_pct 0.2

create_clock -name clk0 -period $clk_period [get_ports {clk}]

set non_clock_inputs [all_inputs -no_clocks]
set_input_delay [expr $clk_period * $clk_io_pct] -clock clk0 $non_clock_inputs
set_output_delay [expr $clk_period * $clk_io_pct] -clock clk0 [all_outputs]
```

## ./design.v

```verilog
module REG(
		input 		clk,
		input 			[4:0] REG_address_1,
		input 			[4:0] REG_address_2,
		input 			[4:0] REG_address_wr,
		input		REG_write_1,
		input 			[31:0] REG_data_wb_in1,
		output 	 		[31:0] REG_data_out1,
		output 	 		[31:0] REG_data_out2
);
	reg [31:0] regr [31:0];
	assign REG_data_out1 = (REG_write_1 && REG_address_1 == REG_address_wr) ? REG_data_wb_in1 : (REG_address_1==0) ? 32'b0 : regr[REG_address_1];
	assign REG_data_out2 = (REG_write_1 && REG_address_2 == REG_address_wr) ? REG_data_wb_in1 : (REG_address_2==0) ? 32'b0 : regr[REG_address_2];
	always@(posedge clk)
	begin
		if (REG_write_1)
			begin
				regr[REG_address_wr] <= REG_data_wb_in1;
			end
	end
endmodule
```

## ./run.sh

```bash
#!/bin/bash
# OpenROAD 26Q1-2900-gdf79404cd8, Yosys 0.63+post, stock flow scripts
make -C /OpenROAD-flow-scripts/flow DESIGN_CONFIG=/design/flow/config.mk WORK_HOME=/design/flow/orfs finish
```

==> impl_metrics.tcl <==
# place-and-route summary
set metrics [dict create \
    path_cells "clkdlybuf4s50_1 -> or3_2 -> buf_4 -> nor3_1 -> or2_2 -> buf_4 -> o31ai_1 -> clkdlybuf4s50_1" \
    worstMarginPinSlew_ps 1440 \
    stdcell_count 4295 \
    yosys_area_um2 47800 \
    rsz0062_at_grt "false" \
    grt_overflow 0 \
    power.share.clock 0.405 \
    slew_violations 0 \
    die_x_um 348 \
    die_area_um2 121000 \
    fin_util 0.462 \
    setup_viol 0 \
    synth_flops 1024 \
    firstDrtPassIters 5 \
    detail-route-antenna-nets 0 \
    synthArstFlopShare 0 \
    cp_slowest_cell "o31ai_1" \
    hold_buffers 0 \
    seq_area_um2 30700 \
    vias 28270 \
    area_growth_pct 14.1 \
    slowest_delay_ps 1200 \
    cts_resized 0 \
    worstPathArrival_ps 7180 \
    dp_hpwl_mm 93.4 \
    place_congestion 0.878 \
    seqPwrFrac 0.499 \
    ff_type "edfxtp_1" \
    top_area_frac 0.643 \
    fillers 9618 \
    layout_top_cell "edfxtp_1" \
    clockBufferDepth 3 \
    p_leak_uw 0.0175 \
    mappedNetlistArea_um2 47800 \
    first_global_vias 31850 \
    cts_tree "yes" \
    cts_root_buf "clkbuf_16" \
    mostFrequentLayoutCells "edfxtp_1 (1024), mux4_2 (384), mux2i_1 (311)" \
    min_path_type "in2reg" \
    largest_reg_flops 1024 \
    ys_cells 2527 \
    p_int_uw 6320 \
    hold_violations 0 \
    vias_per_cell 6.58 \
    timing.hold.ws_ps 2480 \
    warning_count 26 \
    fin_crit_sh 0.814 \
    combPwrFrac 0.096 \
    power.share.switching 0.231 \
    initCoreUtil 0.405 \
    path_delay_family "buffers and inverters" \
    grt_use_total 0.291 \
    path_class "in2out" \
    core_um2 118000 \
    power_density_nw_per_um2 151 \
    num_io_pins 113 \
    comb_area_um2 16300 \
    dieHeight_um 348 \
    clkTransAtPathRegs_ps 60 \
    peakVddDrop_uv 176 \
    h-tree-depth 3 \
    synth_area_leader_cell "edfxtp_1" \
    largest-register "regr" \
    largestRegisters "regr x1024" \
    wl_per_cell_um 37.2 \
    yosys_warnings 1 \
    netlist_instances 2527 \
    drc 0 \
    postCtsSetupBuffers 0 \
    crit_required_ps 9360 \
    fin_tns_setup_ps 0 \
    status "complete, no violations" \
    antenna_found_initial 8 \
    power.switching_uw 1900 \
    grt_max_degree 72 \
    period_minus_slack_ps 9520 \
    edf_count 1024 \
    area_leaders "edfxtp_1 (64%), mux4_2 (18%), mux2i_1 (6.5%)" \
    fmax_mhz 105 \
    num_rows 126 \
    portBuffers 112 \
    drt-initial-drc-count 1874 \
    cap_violations 0 \
    path_max_fanout 21 \
    ys_types 46 \
    slew-limit-headroom 0.0311 \
    dp_cells 4099 \
    numCtsBuffers 105 \
    layout-drive-gt1-share 0.275 \
    start_kind "input pin" \
    crit_path_end_kind "output pin" \
    clkSinkCount 1024 \
    synth_seq_share 0.643 \
    path_buffers 4 \
    p_total_uw 8220 \
    wirelength_mm 160 \
    syn_area_per_cell_um2 18.9 \
    grt_pass1_wl_mm 226 \
]
-- cells in the mapped netlist (all sizes together) (15+ instances only) --
library cell	number
a211oi	63
nor2	37
edfxtp	1024
mux2i	311
buf	125
mux4	384
a22o	95
o211ai	15
nand2	56
nand3	27
o31ai	33
o221ai	32
clkbuf	94
a2111oi	32
a22oi	53
o22ai	65
-- cell type report --
class,instances,area share
repair buffers,255,0.0405
clock buffers,130,0.0506
flip-flops and latches,1024,0.563
inverters,1,0.0000688
diodes,2,0.0000917
well taps,1536,0.0352
multi-input cells,1283,0.299
clock inverters,64,0.0115
-- logic make-up after synthesis --
family	share of synthesized area
multiplexers	0.248
flip-flops	0.643
XOR/XNOR	0.00183
AND-OR/OR-AND	0.0691
AND/OR/NAND/NOR	0.0149
buffers and inverters	0.0234
-- power groups by stage --
stage | Combinational [µW] | Clock [µW] | Sequential [µW]
finish | 788 | 3330 | 4100
global route | 830 | 3500 | 4100
CTS | 785 | 3360 | 4100
-- worst paths after layout --
kind                start                endpoint  slack (ps)  cells past startpoint
max      REG_address_2[3]       REG_data_out2[17]        2180                      8
min   REG_data_wb_in1[22]  regr[31][22]$_DFFE_PP_        2480                      2
-- metal layers --
metal,share of wire,GRT usage
met3,0.20,0.257
met4,0.047,0.103
met2,0.45,0.411
met1,0.30,0.311
met5,0.0025,0.0312
-- through the flow --
stage / worst slack [ps] / cell area (µm²)
floorplan: 5420 / 47800
global placement: 2360 / 51200
detailed placement: 2440 / 51200
CTS: 2410 / 54600
global route: 2200 / 54600
finish: 2180 / 54600
Power and IR drop assume default switching activity.
