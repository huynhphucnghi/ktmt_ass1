==> /design/flow/design.v <==
module DMEM(
		input		clk,
		input		[31:0] DMEM_address,
		input		[31:0] DMEM_data_in,
		input		DMEM_mem_write,
		input		DMEM_mem_read,
		output	[31:0] DMEM_data_out
);
	reg [31:0] memory [255:0];
	always@(negedge clk)
	begin
		if(DMEM_mem_write)
		begin
			memory[DMEM_address] 	<= DMEM_data_in;
		end
	end
	assign DMEM_data_out = (DMEM_mem_read) ? memory[DMEM_address[31:2]] : 32'd0;
endmodule
==> /design/flow/run.sh <==
#!/bin/bash
# OpenROAD 26Q1-2900-gdf79404cd8, Yosys 0.63+post, stock flow scripts
make -C /OpenROAD-flow-scripts/flow DESIGN_CONFIG=/design/flow/config.mk WORK_HOME=/design/flow/orfs finish
==> /design/flow/config.mk <==
export PLATFORM = sky130hd
export DESIGN_NAME = DMEM
export DESIGN_NICKNAME = DMEM
export VERILOG_FILES = /design/flow/design.v
export SDC_FILE = /design/flow/constraint.sdc
export NUM_CORES = 4
export LEC_CHECK = 1
export CORE_UTILIZATION = 50
export SYNTH_MEMORY_MAX_BITS = 65536
==> /design/flow/constraint.sdc <==
current_design DMEM

set clk_period 161.2
set clk_io_pct 0.2

create_clock -name clk0 -period $clk_period [get_ports {clk}]

set non_clock_inputs [all_inputs -no_clocks]
set_input_delay [expr $clk_period * $clk_io_pct] -clock clk0 $non_clock_inputs
set_output_delay [expr $clk_period * $clk_io_pct] -clock clk0 [all_outputs]
==> report_table.html <==
<!-- implementation run metrics -->
<table>
<tr><th>Metric</th><th>Value</th></tr>
<tr><th colspan="2">Pwr</th></tr>
<tr><td>Design internal power</td><td>3.923 mW</td></tr>
<tr><td>Power density cells</td><td>13.95 nW/um^2</td></tr>
<tr><td>Reg power frac</td><td>43.7%</td></tr>
<tr><td>Switching share of power</td><td>27.66%</td></tr>
<tr><td>Part of the power in combinational logic</td><td>4.4%</td></tr>
<tr><td>Net switching power</td><td>1.500 mW</td></tr>
<tr><td>Share of power burned in the clock network</td><td>51.9%</td></tr>
<tr><td>Maximum ir drop on the vdd rail</td><td>0.00001391 V</td></tr>
<tr><td>Lkg Pwr</td><td>155.0 nW</td></tr>
<tr><th colspan="2">Floorplanning</th></tr>
<tr><td>Die boundary height</td><td>791.7 um</td></tr>
<tr><td>DIE WIDTH</td><td>791.7 um</td></tr>
<tr><td>Placeable core region</td><td>620100 sq um</td></tr>
<tr><td>Area enclosed by the die boundary</td><td>626800 sq um</td></tr>
<tr><td>Num ports</td><td>99</td></tr>
<tr><td>Initial Utilization</td><td>50.29%</td></tr>
<tr><td># rows</td><td>289</td></tr>
<tr><th colspan="2">Finish</th></tr>
<tr><td>Final standard cell utilization of the core</td><td>62.68%</td></tr>
<tr><td>Biggest register</td><td>memory</td></tr>
<tr><td>Number of fill cells</td><td>39970</td></tr>
<tr><td>Area growth syn-to-layout</td><td>24.64%</td></tr>
<tr><td>Flip-flop count of the largest register, all copies and words added</td><td>8192</td></tr>
<tr><td>Ratio of cells with drive above 1 in the final layout</td><td>20.36%</td></tr>
<tr><td>Biggest registers after layout</td><td>memory (8192)</td></tr>
<tr><th colspan="2">Worst setup path</th></tr>
<tr><td>Slowest cell on the critical path</td><td>sky130_fd_sc_hd__a22oi_1</td></tr>
<tr><td>Worst EP required</td><td>128960 ps</td></tr>
<tr><td>Category of the worst setup path capture point</td><td>output pin</td></tr>
<tr><td>Max incr delay on CP</td><td>790 ps</td></tr>
<tr><td>Worst setup path startpoint</td><td>memory[52][11]</td></tr>
<tr><td>Category of the most critical setup path</td><td>flop to output pin</td></tr>
<tr><td>Crit Path Max Fanout</td><td>1</td></tr>
<tr><td>Cell with the most instances on the worst path</td><td>sky130_fd_sc_hd__buf_4</td></tr>
<tr><td>Arrival time worst endpoint</td><td>85780 ps</td></tr>
<tr><td>Type of origin of the critical path</td><td>flop</td></tr>
<tr><td>Critical Path, Cell by Cell</td><td>mux4_2, a22oi_1, nand4_1, a211oi_1, buf_4, o32ai_1, buf_4, clkdlybuf4s50_1</td></tr>
<tr><th colspan="2">Global route</th></tr>
<tr><td>Overflow left after global routing</td><td>0</td></tr>
<tr><td>Maximum number of pins on one net before global-route repair</td><td>123</td></tr>
<tr><td>Antenna violations before repair</td><td>79</td></tr>
<tr><td>GRT Resource Usage Total</td><td>37.93%</td></tr>
<tr><td>Global-route wire length before repair</td><td>1418000 um</td></tr>
<tr><td>Number of global-route vias before repair</td><td>213700</td></tr>
<tr><th colspan="2">Place</th></tr>
<tr><td>RD Place Congestion</td><td>0.9332</td></tr>
<tr><td>HPWL after detailed placement</td><td>581500 um</td></tr>
<tr><td>Worst slack after detailed placement</td><td>43740 ps</td></tr>
<tr><td># port buffers</td><td>76</td></tr>
<tr><th colspan="2">Timing</th></tr>
<tr><td>Fin. Hold Viols</td><td>0</td></tr>
<tr><td>Final worst-path setup slack</td><td>43180 ps</td></tr>
<tr><td>Final total negative setup slack</td><td>0 ps</td></tr>
<tr><td>Transition time at the pin with the least slew margin</td><td>1355 ps</td></tr>
<tr><td>Final Max-Slew Violation Tally</td><td>0</td></tr>
<tr><td>RSZ-0062 raised after global routing</td><td>no</td></tr>
<tr><td>Total setup violations reported at the end of the flow</td><td>0</td></tr>
<tr><td>Worst slew margin relative to its limit</td><td>9.655%</td></tr>
<tr><th colspan="2">Route</th></tr>
<tr><td>Number of DRC markers in iteration 0</td><td>12720</td></tr>
<tr><td>Via/cell ratio</td><td>5.699</td></tr>
<tr><td>Residual DRC count</td><td>0</td></tr>
<tr><td>Routed WL per cell</td><td>32.49 um</td></tr>
<tr><td>Sum of routed wire length over all layers</td><td>1033000 um</td></tr>
<tr><td>Post-DRT Antenna Nets</td><td>0</td></tr>
<tr><td>Pre-Repair DR Iteration Count</td><td>12</td></tr>
<tr><td>Total number of vias</td><td>181200</td></tr>
<tr><th colspan="2">Hold path</th></tr>
<tr><td>Class of the most critical hold timing path</td><td>input port to output pin</td></tr>
<tr><td>Worst hold start</td><td>DMEM_address[7]</td></tr>
<tr><th colspan="2">Run</th></tr>
<tr><td>Tool warning count</td><td>1058</td></tr>
<tr><td>Max-cap viol count</td><td>0</td></tr>
<tr><th colspan="2">Synthesis</th></tr>
<tr><td>Sequential element share of the synthesized area</td><td>78.89%</td></tr>
<tr><td>Proportion of synthesized flip-flops having asynchronous set or reset</td><td>0%</td></tr>
<tr><td>Chip area line of the yosys report</td><td>311800 sq um</td></tr>
<tr><td>Tally of yosys warning messages</td><td>1</td></tr>
<tr><td>EDFF count, synth</td><td>8192</td></tr>
<tr><td>Yosys cell count</td><td>13430</td></tr>
<tr><td>Mapped Cells</td><td>13430</td></tr>
<tr><td>Leading register cell type out of synthesis</td><td>sky130_fd_sc_hd__edfxtp_1</td></tr>
<tr><td>Post-synthesis cell type count</td><td>75</td></tr>
<tr><td>Netlist area before placement</td><td>311800 sq um</td></tr>
<tr><td>Synth flops</td><td>8192</td></tr>
<tr><td>Mapped Avg Cell Area</td><td>23.21 sq um</td></tr>
<tr><th colspan="2">Clock tree</th></tr>
<tr><td>Post-CTS repair timing setup buffer count</td><td>0</td></tr>
<tr><td>Post-cts resize count</td><td>0</td></tr>
<tr><td>Num CTS Buffers</td><td>840</td></tr>
<tr><td>Clock tree root buffer cell</td><td>sky130_fd_sc_hd__clkbuf_16</td></tr>
<tr><td>CTS tree</td><td>yes</td></tr>
<tr><td>Hold-fix buffers at CTS</td><td>0</td></tr>
<tr><td>Level count of the clock H-tree</td><td>6</td></tr>
<tr><td>Clock net sink count</td><td>8192</td></tr>
<tr><td>Longest Clk Path Bufs</td><td>4</td></tr>
<tr><td>Worst-path clk slew</td><td>50 ps</td></tr>
<tr><th colspan="2">Outcome</th></tr>
<tr><td>Status</td><td>complete, no violations</td></tr>
</table>
logic make-up after synthesis:
logic type / count (synthesis) / share of synthesized area (%)
DFF: 8192 / 78.89
AOI/OAI and AO/OA: 1155 / 2.582
buffers and inverters: 790 / 1.443
and+or+nand+nor: 957 / 1.369
muxes: 2340 / 15.72
cell usage in the layout, fill, tap and decap left out, types with 15 or more instances in the layout:
cell type                            n
sky130_fd_sc_hd__inv_1            8369
sky130_fd_sc_hd__edfxtp_1         8192
sky130_fd_sc_hd__mux4_2           2044
sky130_fd_sc_hd__buf_4             895
sky130_fd_sc_hd__clkbuf_16         852
sky130_fd_sc_hd__a22oi_1           390
sky130_fd_sc_hd__nand2_1           376
sky130_fd_sc_hd__mux2i_1           275
sky130_fd_sc_hd__nor2_4            263
sky130_fd_sc_hd__a21oi_1           259
sky130_fd_sc_hd__clkinvlp_2        239
sky130_fd_sc_hd__bufinv_16         156
sky130_fd_sc_hd__diode_2           113
sky130_fd_sc_hd__o22ai_1            95
sky130_fd_sc_hd__inv_4              60
sky130_fd_sc_hd__o211ai_1           51
sky130_fd_sc_hd__a22o_1             51
sky130_fd_sc_hd__nand3_1            46
sky130_fd_sc_hd__nor2_1             40
sky130_fd_sc_hd__a211oi_1           40
sky130_fd_sc_hd__o21ai_0            40
sky130_fd_sc_hd__clkdlybuf4s50_1    37
sky130_fd_sc_hd__nand4_1            36
sky130_fd_sc_hd__a221oi_1           36
sky130_fd_sc_hd__buf_8              33
sky130_fd_sc_hd__a31oi_1            28
sky130_fd_sc_hd__nor3_1             27
sky130_fd_sc_hd__nor4_1             25
sky130_fd_sc_hd__buf_12             23
sky130_fd_sc_hd__o2111ai_1          21
sky130_fd_sc_hd__mux2_2             21
sky130_fd_sc_hd__inv_6              18
sky130_fd_sc_hd__a32oi_1            18
sky130_fd_sc_hd__clkinv_4           17
sky130_fd_sc_hd__o31ai_1            16
sky130_fd_sc_hd__nand3_2            15
final cells by class:
| type | count | area [sq um] | share of cell area, % |
|---|---|---|---|
| diodes | 113 | 282.8 | 0.07275 |
| flip-flops and latches | 8192 | 246000 | 63.29 |
| clock buffers | 852 | 21320 | 5.485 |
| clock inverters | 8890 | 38700 | 9.956 |
| multi-input cells | 4452 | 63840 | 16.43 |
| well taps | 8293 | 10380 | 2.670 |
| inverters | 5 | 38.79 | 0.009979 |
| repair buffers | 992 | 8125 | 2.090 |
synth_stat cells (8+ instances only):
| master | number | share of area (%) |
|---|---|---|
| sky130_fd_sc_hd__nand2b_1 | 9 | 0.018 |
| sky130_fd_sc_hd__a22oi_1 | 390 | 0.94 |
| sky130_fd_sc_hd__nor4_1 | 37 | 0.074 |
| sky130_fd_sc_hd__a22o_1 | 51 | 0.14 |
| sky130_fd_sc_hd__nand3_1 | 61 | 0.098 |
| sky130_fd_sc_hd__nor2b_1 | 15 | 0.030 |
| sky130_fd_sc_hd__or3b_2 | 8 | 0.022 |
| sky130_fd_sc_hd__or3_1 | 12 | 0.024 |
| sky130_fd_sc_hd__edfxtp_1 | 8192 | 79 |
| sky130_fd_sc_hd__o21ai_0 | 41 | 0.066 |
| sky130_fd_sc_hd__a31oi_1 | 29 | 0.058 |
| sky130_fd_sc_hd__mux2_2 | 21 | 0.076 |
| sky130_fd_sc_hd__a21oi_1 | 261 | 0.42 |
| sky130_fd_sc_hd__o41ai_1 | 9 | 0.025 |
| sky130_fd_sc_hd__a221oi_1 | 37 | 0.10 |
| sky130_fd_sc_hd__o22ai_1 | 97 | 0.19 |
| sky130_fd_sc_hd__o221ai_1 | 8 | 0.022 |
| sky130_fd_sc_hd__mux4_2 | 2044 | 15 |
| sky130_fd_sc_hd__a211o_1 | 8 | 0.022 |
| sky130_fd_sc_hd__nand2_1 | 383 | 0.46 |
| sky130_fd_sc_hd__a32oi_1 | 18 | 0.051 |
| sky130_fd_sc_hd__and3_1 | 14 | 0.028 |
| sky130_fd_sc_hd__o211ai_1 | 51 | 0.12 |
| sky130_fd_sc_hd__o32ai_1 | 12 | 0.034 |
| sky130_fd_sc_hd__buf_2 | 254 | 0.41 |
| sky130_fd_sc_hd__buf_6 | 88 | 0.32 |
| sky130_fd_sc_hd__nand4_1 | 36 | 0.072 |
| sky130_fd_sc_hd__o31ai_1 | 20 | 0.048 |
| sky130_fd_sc_hd__a32o_1 | 11 | 0.035 |
| sky130_fd_sc_hd__and2_1 | 10 | 0.020 |
| sky130_fd_sc_hd__o2111ai_1 | 21 | 0.059 |
| sky130_fd_sc_hd__a211oi_1 | 44 | 0.11 |
| sky130_fd_sc_hd__buf_1 | 43 | 0.052 |
| sky130_fd_sc_hd__nor3_1 | 30 | 0.048 |
| sky130_fd_sc_hd__buf_4 | 142 | 0.34 |
| sky130_fd_sc_hd__clkbuf_1 | 255 | 0.31 |
| sky130_fd_sc_hd__nor2_1 | 304 | 0.37 |
| sky130_fd_sc_hd__mux2i_1 | 275 | 0.88 |
| sky130_fd_sc_hd__a311oi_1 | 15 | 0.042 |
power groups by stage:
stage         registers [mW]  clock network (mW)  logic (mW)
finish                  2.37                2.81       0.241
global route            2.36                3.13       0.249
CTS                     2.37                2.88       0.235
per-stage QoR:
step | instance area [sq um] | hold slack (ps) | total power, mW | std cells
floorplan | 311800 | 64650 | 2.800 | 13430
global placement | 328400 | 66040 | 2.924 | 21940
detailed placement | 328400 | 66020 | 2.928 | 21940
CTS | 388400 | 66030 | 5.485 | 31680
global route | 388500 | 66140 | 5.741 | 31730
finish | 388700 | 66070 | 5.424 | 31790
worst paths after layout:
path,end,slack [ps],cells after the start
max,DMEM_data_out[11],43180,8
min,DMEM_data_out[22],66070,6
routing by layer:
layer  global-route usage [%]  routed length, um  up-vias
met5                    13.12               9732        -
met4                    21.65              60920      190
met3                    42.64             248200     2607
met2                    47.64             460100    15900
met1                    33.06             253900    86020
li1                         -                  -    76440
worst max-delay path: cells and delay by family, from the launching register on:
family                 cells  cell delay, ps
AOI/OAI and AO/OA          3            1610
buffers and inverters      3             960
and+or+nand+nor            1             660
muxes                      1             450
DFF                        1             360
No activity file was given, so power comes from the tool's default toggle rates.
